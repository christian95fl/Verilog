==> flow/design.v <==
module divcont (clk,data);
  input clk;
  output [7:0] data;
  wire clk;
  reg [7:0] data = 0;
  wire clk_1hz;
  reg [23:0] count = 0;
  always @ ( posedge clk ) begin
    if (count == 12_000_000)
      count <= 0;
    else
      count <= count + 1;
  end
  assign clk_1hz = count[23];
  always @ ( posedge clk_1hz ) begin
    data <= data + 1;
  end
endmodule  
==> flow/run.sh <==
#!/bin/bash
# OpenROAD 26Q1-2900-gdf79404cd8, Yosys 0.63+post, stock flow scripts
make -C /OpenROAD-flow-scripts/flow DESIGN_CONFIG=/design/flow/config.mk WORK_HOME=/design/flow/orfs finish
==> flow/config.mk <==
export PLATFORM = sky130hd
export DESIGN_NAME = divcont
export DESIGN_NICKNAME = divcont
export VERILOG_FILES = /design/flow/design.v
export SDC_FILE = /design/flow/constraint.sdc
export NUM_CORES = 4
export LEC_CHECK = 1
export CORE_UTILIZATION = 30
==> flow/constraint.sdc <==
current_design divcont

set clk_period 3.5
set clk_io_pct 0.2

create_clock -name clk0 -period $clk_period [get_ports {clk}]

set non_clock_inputs [all_inputs -no_clocks]
set_input_delay [expr $clk_period * $clk_io_pct] -clock clk0 $non_clock_inputs
set_output_delay [expr $clk_period * $clk_io_pct] -clock clk0 [all_outputs]
==> insert_results.sql <==
-- load yosys + openroad results
INSERT INTO impl_metrics (metric_group, metric, value, unit) VALUES
('global_route', 'grt_remaining_overflow', '0', ''),
('critical_path', 'timing.setup.critical_path_class', 'reg2reg', ''),
('cts', 'postCtsHoldBufs', '0', ''),
('final_timing', 'register_pins_left_without_a_clock', '8', ''),
('detailed_routing', 'first_iter_violations', '44', ''),
('yosys', 'yosys.cell_types.count', '28', ''),
('placement', 'post-dp-hpwl', '1700', 'µm'),
('yosys', 'synth-seq-area-share', '47.8', '%'),
('final_timing', 'timing.max_slew.rel_slack', '60.7', '%'),
('pwr', 'p_total', '0.454', 'mW'),
('outcome', 'run_status', 'complete, no violations', ''),
('finish', 'fin_area', '0.00154', 'mm²'),
('job', 'stage_log_warnings', '26', ''),
('detailed_routing', 'drt_wl_total', '2330', 'µm'),
('detailed_routing', 'drt_pass1_iterations', '4', ''),
('finish', 'final_core_utilization', '37.3', '%'),
('detailed_routing', 'insertedDiodeCount', '0', ''),
('global_route', 'pin_count_of_the_biggest_net_entering_global_routing', '14', ''),
('yosys', 'yosys.area.top_type_share', '47.8', '%'),
('critical_path', 'cp_data_arrival_time', '2.11', 'ns'),
('die', 'core_area', '0.00414', 'mm²'),
('yosys', 'yosys_area', '0.00134', 'mm²'),
('detailed_routing', 'post_drt_via_cell_ratio', '5.04', ''),
('final_timing', 'unconstrained_endpoints', '16', ''),
('cts', 'post_cts_buffers', '0', ''),
('final_timing', 'final-setup-viol-count', '0', ''),
('cts', 'cts_root_buf', 'sky130_fd_sc_hd__clkbuf_8', ''),
('min_path', 'worst_hold_path_type', 'reg2reg', ''),
('detailed_routing', 'route.detailed.drc', '0', ''),
('placement', 'detailedPlace.worstSlack', '1.63', 'ns'),
('final_timing', 'finClkSkew', '0.00219', 'ns'),
('global_route', 'antenna_found_initial', '0', ''),
('die', 'io-pin-count', '9', ''),
('final_timing', 'setup-tns-final', '0', 'ns'),
('placement', 'place_congestion', '0.830', ''),
('pwr', 'power.density_cell_area', '294', 'mW/mm²'),
('yosys', 'netlist.top_cell.by_area', 'sky130_fd_sc_hd__dfxtp_1', ''),
('cts', 'worstSkewPairLatency', '0.26', 'ns'),
('final_timing', 'layout_setup_ws', '1.59', 'ns'),
('placement', 'count_of_port_buffers_added_during_placement', '8', ''),
('global_route', 'grt_pass1_vias', '951', ''),
('critical_path', 'cp-start-kind', 'flip-flop', ''),
('cts', 'post_cts.resized_instances', '0', ''),
('final_timing', 'setup_repair_after_global_routing_missed_its_margin', 'no', ''),
('yosys', 'yosys_warnings', '1', ''),
('detailed_routing', 'antenna_violation_net_count_after_detailed_routing', '0', ''),
('yosys', 'biggest_area_contributors_in_the_synthesized_netlist', 'sky130_fd_sc_hd__dfxtp_1, sky130_fd_sc_hd__xnor2_1, sky130_fd_sc_hd__nand3_1', ''),
('final_timing', 'period_needed', '1.91', 'ns'),
('final_timing', 'worst_pin_slew', '0.588', 'ns'),
('final_timing', 'finalHoldViolCount', '0', ''),
('pwr', 'peakVddDrop', '0.200', 'mV'),
('cts', 'cts_tree', 'yes', ''),
('finish', 'post_route_cells_drive_above_1_share', '9.09', '%'),
('die', 'std_cell_rows', '23', ''),
('yosys', 'synth.avg_cell_area', '9.44', 'µm²'),
('cts', 'ctsHtreeMaxLevel', '1', ''),
('final_timing', 'clock.fmax', '523', 'MHz'),
('critical_path', 'required', '3.69', 'ns'),
('die', 'floorplan.core_util', '32.3', '%'),
('finish', 'areaGrowthSynthToFinish', '15.2', '%'),
('cts', 'clock_tree.buffer_depth', '2', ''),
('die', 'die.size.x', '68.8', 'µm'),
('critical_path', 'end_kind', 'flip-flop', ''),
('job', 'cap_violations', '0', ''),
('placement', 'placed_cell_area', '0.00149', 'mm²'),
('detailed_routing', 'detailroute.via_count', '1029', ''),
('final_timing', 'final_min_period_over_clock_period', '54.6', '%'),
('final_timing', 'maxSlewViolCount', '0', ''),
('detailed_routing', 'routedWlPerCell', '11.4', 'µm'),
('yosys', 'postSynthCellCount', '142', ''),
('die', 'die_outline_height', '68.8', 'µm'),
('cts', 'inserted_clock_buffers', '3', ''),
('global_route', 'grt_pass1_wl', '4110', 'µm'),
('critical_path', 'cp_max_fo', '7', ''),
('die', 'die_area', '0.00474', 'mm²'),
('global_route', 'grt_util_all_layers', '11.6', '%'),
('cts', 'worst_setup_hold_path_clk_slew', '0.08', 'ns'),
('pwr', 'static-leakage-power', '0.534', 'nW'),
('yosys', 'syn_area', '0.00134', 'mm²'),
('yosys', 'synth_flops', '32', ''),
('yosys', 'synth_stat.cells', '142', '');
## cells in the mapped netlist
master                     count
sky130_fd_sc_hd__nand3_2       1
sky130_fd_sc_hd__inv_1         7
sky130_fd_sc_hd__dfxtp_1      32
sky130_fd_sc_hd__nor4b_1       1
sky130_fd_sc_hd__and3_1        3
sky130_fd_sc_hd__nand3_1      13
sky130_fd_sc_hd__and4_1        1
sky130_fd_sc_hd__nand4_1       7
sky130_fd_sc_hd__nand3b_1      1
sky130_fd_sc_hd__o31ai_1       2
sky130_fd_sc_hd__and3_2        1
sky130_fd_sc_hd__or3_2         1
sky130_fd_sc_hd__nand2_1       9
sky130_fd_sc_hd__o21ai_0       1
sky130_fd_sc_hd__clkbuf_1      1
sky130_fd_sc_hd__nand2_4       1
sky130_fd_sc_hd__xor2_1        4
sky130_fd_sc_hd__nor2b_1       1
sky130_fd_sc_hd__nor2_1       10
sky130_fd_sc_hd__xnor2_1      18
sky130_fd_sc_hd__buf_2         1
sky130_fd_sc_hd__a31o_2        3
sky130_fd_sc_hd__a21oi_1       6
sky130_fd_sc_hd__ha_1          3
sky130_fd_sc_hd__nor3_1        3
sky130_fd_sc_hd__or4_1         3
sky130_fd_sc_hd__and4_2        1
sky130_fd_sc_hd__nor4_1        7
## worst max-delay path, stage by stage (launching register included)
cell and delay [ns]:
sky130_fd_sc_hd__dfxtp_1 0.44, sky130_fd_sc_hd__nand3_2 0.13, sky130_fd_sc_hd__or4_1 0.62, sky130_fd_sc_hd__or4_1 0.50, sky130_fd_sc_hd__a21oi_1 0.15
## kinds of logic (layout without fill, tap and decap cells)
family / Yosys count / in the layout / synth area share (%)
simple gates: 64 / 64 / 26.7
compound gates: 12 / 12 / 5.70
xor+xnor: 22 / 22 / 14.4
flops: 32 / 32 / 47.8
buf+inv: 9 / 21 / 2.61
fa+ha+maj: 3 / 3 / 2.80
## sequential cells by signal, summed over array words and instances (netlist names)
signal and flops:
count 24, data 8
## path summary, 6_finish.rpt
path                              from              endpoint  slack [ns]  cells past startpoint
setup / recovery   count[8]$_SDFF_PN0_  count[20]$_SDFF_PN0_        1.59                      4
setup reg to reg   count[8]$_SDFF_PN0_  count[20]$_SDFF_PN0_        1.59                      4
hold reg to reg   count[22]$_SDFF_PN0_  count[22]$_SDFF_PN0_        0.48                      1
hold / removal    count[22]$_SDFF_PN0_  count[22]$_SDFF_PN0_        0.48                      1
## report_power, final
part / switching (mW) / leakage, nW / internal [mW] / total (mW)
registers: 0 / 0.258 / 0.273 / 0.273
logic: 0 / 0.248 / 0 / 0.000000248
clock network: 0.0816 / 0.0288 / 0.100 / 0.182
## cell usage in the layout, fill, tap and decap left out
master                            instances
sky130_fd_sc_hd__a21oi_1                  6
sky130_fd_sc_hd__a31o_2                   3
sky130_fd_sc_hd__and3_1                   3
sky130_fd_sc_hd__and3_2                   1
sky130_fd_sc_hd__and4_1                   1
sky130_fd_sc_hd__and4_2                   1
sky130_fd_sc_hd__buf_4                    2
sky130_fd_sc_hd__clkbuf_8                 4
sky130_fd_sc_hd__clkdlybuf4s50_1          8
sky130_fd_sc_hd__dfxtp_1                 32
sky130_fd_sc_hd__ha_1                     3
sky130_fd_sc_hd__inv_1                    7
sky130_fd_sc_hd__nand2_1                  9
sky130_fd_sc_hd__nand2_4                  1
sky130_fd_sc_hd__nand3_1                 13
sky130_fd_sc_hd__nand3_2                  1
sky130_fd_sc_hd__nand3b_1                 1
sky130_fd_sc_hd__nand4_1                  7
sky130_fd_sc_hd__nor2_1                  10
sky130_fd_sc_hd__nor2b_1                  1
sky130_fd_sc_hd__nor3_1                   3
sky130_fd_sc_hd__nor4_1                   7
sky130_fd_sc_hd__nor4b_1                  1
sky130_fd_sc_hd__o21ai_0                  1
sky130_fd_sc_hd__o31ai_1                  2
sky130_fd_sc_hd__or3_2                    1
sky130_fd_sc_hd__or4_1                    3
sky130_fd_sc_hd__xnor2_1                 18
sky130_fd_sc_hd__xor2_1                   4
## layer usage
| metal | GRT usage (%) | vias to the layer above | part of all wire (%) |
|---|---|---|---|
| met5 | 0 | - | 0 |
| met4 | 1.02 | 0 | 0.34 |
| met3 | 1.33 | 2 | 5.0 |
| met2 | 18.8 | 23 | 46 |
| met1 | 17.8 | 476 | 49 |
| li1 | - | 528 | - |
## layout make-up
cell class	count	area, µm²
clock buffers	4	55.1
flip-flops and latches	32	641
well taps	50	62.6
inverters	7	26.3
multi-input cells	101	664
fillers	402	2600
repair buffers	10	95.1
## metrics by stage
| step | hold slack [ns] | std cells |
|---|---|---|
| after floorplan | 0.443 | 142 |
| after global placement | 0.459 | 200 |
| after detailed placement | 0.461 | 200 |
| after CTS | 0.477 | 204 |
| after global routing | 0.497 | 204 |
| final | 0.481 | 204 |
Power figures rest on the tool's default switching activity, not on a simulated workload.
