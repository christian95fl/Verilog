$ cat design.v
module contad (clk,data);
  input clk;
  wire clk;
  output [7:0] data;
  reg [7:0] data = 0;
  wire clk_int;
  parameter N = 22;
  prescaler #(.N(N))
    Pres(
      .clk_in(clk),
      .clk_out(clk_int)
      );
  always @ (posedge clk_int) begin
    data <= data + 1;
  end
endmodule  
module prescaler (clk_in,clk_out);
  input clk_in;
  output clk_out;
  wire clk_out;
  wire clk_in;
  parameter N = 22;
  reg [N-1 : 0] count = 0;
  always @ ( posedge clk_in) begin
    count <= count + 1;
  end
  assign clk_out = count[N-1];
endmodule  
$ cat run.sh
#!/bin/bash
# OpenROAD 26Q1-2900-gdf79404cd8, Yosys 0.63+post, stock flow scripts
make -C /OpenROAD-flow-scripts/flow DESIGN_CONFIG=/design/flow/config.mk WORK_HOME=/design/flow/orfs finish
$ cat config.mk
export PLATFORM = sky130hd
export DESIGN_NAME = contad
export DESIGN_NICKNAME = contad
export VERILOG_FILES = /design/flow/design.v
export SDC_FILE = /design/flow/constraint.sdc
export NUM_CORES = 4
export LEC_CHECK = 1
export CORE_AREA = 10 10 110 110
export DIE_AREA = 0 0 120 120
$ cat constraint.sdc
current_design contad

set clk_period 3.8
set clk_io_pct 0.2

create_clock -name clk0 -period $clk_period [get_ports {clk}]

set non_clock_inputs [all_inputs -no_clocks]
set_input_delay [expr $clk_period * $clk_io_pct] -clock clk0 $non_clock_inputs
set_output_delay [expr $clk_period * $clk_io_pct] -clock clk0 [all_outputs]
==> results_dict.tcl <==
# yosys + openroad results
set metrics [dict create \
    cts_tree "built" \
    maxSlewViolCount 0 \
    ys_sh_aoi_pct 0 \
    dieArea_um2 14400 \
    cts_hold_buf 0 \
    logic_family "XOR/XNOR gates" \
    routabilityCongestion 0.7203 \
    yosysTopAreaCell "dfxtp_1" \
    fin_worst_skew_ns 0.002807 \
    cts_resized 0 \
    syn_area_um2 1096 \
    switching_share_pct 17.55 \
    root_buffer "clkbuf_8" \
    grt_setup_unrepaired "false" \
    critPathTopFamily "simple AND/OR/NAND/NOR gates" \
    cts.path.max_buffers 2 \
    drtIter0Drc 31 \
    hold_class "register to register" \
    top_cell_area_share_pct 54.79 \
    synthToLayoutAreaGrowth_pct 27.06 \
    cts_made_buffers 3 \
    cp-end-kind "register" \
    path_max_fanout 5 \
    crit_chain "and4_4 > or4b_1 > nor3_2 > xor2_1" \
    place.port_buffers 8 \
    pwr-share-seq_pct 58.9 \
    status "finished clean" \
    p_per_area_nw_per_um2 280.9 \
    xor_area_share_pct 20.78 \
    antenna_cells 0 \
    hold_viol_final 0 \
    cp_slowest_stage_delay_ns 0.58 \
    clk_pin_slew_ns 0.07 \
    drive_gt1_share_pct 6.140 \
    crit_buf_inv 0 \
    place_hpwl_mm 1.189 \
    p_int_mw 0.3225 \
    period_minus_slack_ns 1.666 \
    grt_use_total_pct 2.161 \
    num_vias 696 \
    ys_seq_share_pct 54.79 \
    finalSetupViolations 0 \
    fmax_ghz 0.6001 \
    stage_log_warnings 25 \
    fillCellCount 1106 \
    grt.overflow.total 0 \
    leakagePower_nw 0.4700 \
    totalWireLength_mm 1.568 \
    pin_count 9 \
    topCellsByArea "dfxtp_1, xnor2_1, xor2_1" \
    unclocked_pins 8 \
    insertion_delay_ns 0.26 \
    worst_setup_path_start_kind "register" \
    grt_pass1_wl_mm 2.746 \
    drv_cap 0 \
    syn_inst 103 \
    drc 0 \
    dieHeight_um 120 \
    combinationalPowerShare_pct 0 \
    p_switching_mw 0.06864 \
    grt_pass1_vias 627 \
    post_cts_buffers 0 \
    period_used_pct 43.86 \
    tns_ns 0 \
    p_clk_share_pct 41.1 \
    rows 36 \
    grt_antenna_before_repair 0 \
    worst_pin_slew_ns 0.2982 \
    mux_share_pct 0 \
    simple_gate_area_share_pct 19.98 \
    fa_ha_area_share_pct 2.283 \
    ctsHtreeMaxLevel 1 \
    drtPass1Iterations 4 \
    path_class "register to register" \
    ys.flops 30 \
    syn_area_per_cell_um2 10.64 \
    wl_per_cell_um 6.348 \
    viasPerCell 2.818 \
    slew_headroom_pct 80.09 \
    core_area_um2 9774 \
    untimed_endpoints 16 \
    worst_ep_required_time_ns 3.99 \
    fp_util_pct 11.21 \
    vdd_drop_max_v 0.0002097 \
    power_mw 0.3911 \
    crit_slowest_cell "or4b_1" \
    die_w_um 120 \
    arrival_ns 1.86 \
    ys_warn_count 2 \
    grt_max_degree 13 \
    synth.distinct_cells 15 \
    yosys_cells 103 \
    yosys_area_um2 1096 \
    ant_nets 0 \
]
==> metal layers <==
layer  part of all wire [%]  wire length (um)  vias up  track usage [%]
met5                      0                 0        -                0
met4                   0.83                13        0           0.2262
met3                    8.0               125        2            1.047
met2                     38               602       15            3.164
met1                     53               827      312            2.927
li1                       -                 -      367                -
==> power groups by stage <==
stage / Clock (mW) / Combinational [mW] / Sequential, mW
after global routing: 0.180 / 0.000000200 / 0.230
final: 0.161 / 0.000000200 / 0.230
after CTS: 0.168 / 0.000000200 / 0.230
==> Yosys cell counts <==
cell / count
nand4_1: 6
nand3_1: 9
and4_4: 1
inv_1: 5
and3_1: 2
ha_1: 2
nand2_1: 7
xnor2_1: 15
or4b_1: 1
xor2_1: 11
nor3_2: 2
dfxtp_1: 30
buf_2: 1
and4_1: 3
nor2_1: 8
==> layout make-up <==
class	instances	area (um2)	share of cell area [%]
flip-flops and latches	30	600.6	43.13
clock buffers	4	55.05	3.953
inverters	5	18.77	1.348
well taps	133	166.4	11.95
multi-input cells	67	471.7	33.87
repair buffers	8	80.08	5.750
==> stage by stage <==
step | hold slack (ns) | worst slack (ns) | instances | area (um2) | utilization, %
after global routing | 0.4475 | 2.016 | 247 | 1393 | 14.25
after global placement | 0.3972 | 2.222 | 243 | 1338 | 13.68
final | 0.4235 | 2.134 | 247 | 1393 | 14.25
after floorplan | 0.3831 | 2.287 | 103 | 1096 | -
after CTS | 0.4255 | 2.145 | 247 | 1393 | 14.25
after detailed placement | 0.4064 | 2.170 | 243 | 1338 | 13.68
==> layout by cell type, fill, tap and decap left out, types with 2 or more instances in the layout <==
cell	netlist	layout
xor2_1	11	11
xnor2_1	15	15
clkdlybuf4s50_1	0	8
nand3_1	9	9
and4_1	3	3
ha_1	2	2
dfxtp_1	30	30
clkbuf_8	0	4
inv_1	5	5
nand2_1	7	7
nor2_1	8	8
and3_1	2	2
nand4_1	6	6
nor3_2	2	2
==> worst paths after layout <==
path,depth (start not counted),end,from,slack [ns]
worst max-delay path,4,Pres.count[17],Pres.count[5],2.13
worst min-delay path,1,Pres.count[0],Pres.count[0],0.42
worst max register to register,4,Pres.count[17],Pres.count[5],2.13
worst min register to register,1,Pres.count[0],Pres.count[0],0.42
==> kinds of logic (layout without fill, tap and decap cells) <==
| kind of cell | count (synthesis) | count (layout) |
|---|---|---|
| buffers and inverters | 6 | 17 |
| flip-flops | 30 | 30 |
| XOR/XNOR | 26 | 26 |
| AND/OR/NAND/NOR | 39 | 39 |
| adder cells (fa/ha/maj) | 2 | 2 |
==> registers in the layout, indices dropped and copies added (netlist names) <==
register / flops
Pres.count: 22
data: 8
==> worst reg2reg max path: stages, from the launching register on <==
cell and delay [ns]:
dfxtp_1 0.41, and4_4 0.28, or4b_1 0.58, nor3_2 0.18
xor2_1 0.15
Power is estimated from default activity; no workload was simulated.
