### flow/config.mk
export PLATFORM = sky130hd
export DESIGN_NAME = prescaler_m
export DESIGN_NICKNAME = prescaler_m
export VERILOG_FILES = /design/flow/design.v
export SDC_FILE = /design/flow/constraint.sdc
export NUM_CORES = 4
export LEC_CHECK = 1
export CORE_UTILIZATION = 40
### flow/constraint.sdc
current_design prescaler_m

set clk_period 3.7
set clk_io_pct 0.2

create_clock -name clk0 -period $clk_period [get_ports {clk_in}]

set non_clock_inputs [all_inputs -no_clocks]
set_input_delay [expr $clk_period * $clk_io_pct] -clock clk0 $non_clock_inputs
set_output_delay [expr $clk_period * $clk_io_pct] -clock clk0 [all_outputs]
### flow/design.v
module prescaler (clk_in,clk_out);
  input clk_in;
  output clk_out;
  wire clk_out;
  wire clk_in;
  parameter N = 22;
  reg [N-1 : 0] count = 0;
  always @ ( posedge clk_in) begin
    count <= count + 1;
  end
  assign clk_out = count[N-1];
endmodule  
module prescaler_m (clk_in,D0,D1,D2,D3,D4,D5,D6,D7);
  input clk_in;
  wire clk_in;
  output D0;
  wire D0;
  output D1;
  wire D1;
  output D2;
  wire D2;
  output D3;
  wire D3;
  output D4;
  wire D4;
  output D5;
  wire D5;
  output D6;
  wire D6;
  output D7;
  wire D7;
  wire clk_base;  
  parameter N = 20;
  parameter N0 = 1;
  parameter N1 = 2;
  parameter N2 = 3;
  parameter N3 = 4;
  parameter N4 = 5;
  parameter N5 = 6;
  parameter N6 = 7;
  parameter N7 = 8;
  prescaler #(.N(N))
    Presc (
      .clk_in(clk_in),
      .clk_out(clk_base)
      );
  prescaler #(.N(N0))
    Pres0(
      .clk_in(clk_base),
      .clk_out(D0)
      );
  prescaler #(.N(N1))
    Pres1(
      .clk_in(clk_base),
      .clk_out(D1)
      );
  prescaler #(.N(N2))
    Pres2(
      .clk_in(clk_base),
      .clk_out(D2)
      );
  prescaler #(.N(N3))
    Pres3(
      .clk_in(clk_base),
      .clk_out(D3)
      );
  prescaler #(.N(N4))
    Pres4(
      .clk_in(clk_base),
      .clk_out(D4)
      );
  prescaler #(.N(N5))
    Pres5(
      .clk_in(clk_base),
      .clk_out(D5)
      );
  prescaler #(.N(N6))
    Pres6(
      .clk_in(clk_base),
      .clk_out(D6)
      );
  prescaler #(.N(N7))
    Pres7(
      .clk_in(clk_base),
      .clk_out(D7)
      );
endmodule  
### flow/run.sh
#!/bin/bash
# OpenROAD 26Q1-2900-gdf79404cd8, Yosys 0.63+post, stock flow scripts
make -C /OpenROAD-flow-scripts/flow DESIGN_CONFIG=/design/flow/config.mk WORK_HOME=/design/flow/orfs finish
==> impl_metrics.yaml <==
# flow metrics
timing:
  worst_slack_ps: 2254
  clock_skew_ps: 1.171
  unclocked_regs: 36
  layout_min_cycle_time_ps: 1446
  setup_tns_ps: 0
  rsz0062_at_grt: "no"
  untimed_endpoints: 44
  slew_headroom_pct: 69.50
  slew_violations: 0
  worstMarginPinSlew_ps: 455.8
  fmax_mhz: 691.5
  finalSetupViolations: 0
  finalHoldViolCount: 0
  post-route-period-util_pct: 39.08
grt:
  grt_use_met3_pct: 1.460
  grt_use_met1_pct: 16.07
  use_met2_pct: 14.07
  grt_pass1_wl_um: 3877
  grt_pass1_vias: 937
  busiest_layer: "met1"
  grt_overflow_total: 0
  grt_max_degree: 37
  track_usage_pct: 9.531
  antenna_found_initial: 0
yosys:
  yosys-stat-area_um2: 1871
  syn_area_um2: 1871
  syn_avg_cell_area_um2: 11.62
  yosysUniqueCellTypes: 14
  yosys.stat.seqShare_pct: 59.93
  ys_cells: 161
  numSynthFlops: 56
  ys_warn_count: 9
  synthCells: 161
clock_tree:
  clkTransAtPathRegs_ps: 70
  root_buffer: "clkbuf_8"
  cts_made_buffers: 3
  cts_setup_buffers: 0
  cts_hold_buffers: 0
  clock.latency.late_pin_ps: 250
  cts_tree: "done"
  clk_path_buf_depth: 2
  htree_num_levels: 1
  ctsResizeCount: 0
worst_hold_path:
  hold_start: "Presc.count[0]"
  hp-class: "reg -> reg"
  hold_path_depth: 1
  hold-path-endpoint: "Presc.count[0]"
worst_setup_path:
  path_class: "reg -> reg"
  start_kind: "flop"
  reg2reg_depth: 5
  worst-path-max-fanout: 7
  crit_required_ps: 3850
  r2r-end: "Presc.count[14]"
  r2r_start: "Presc.count[0]"
  cp.arrival_ps: 1590
  endpoint_kind: "flop"
  reg2reg_slack_ps: 2250
die:
  die_w_um: 70.39
  core_area_um2: 4414
  chip_area_um2: 4954
  ios: 9
  floorplan.core_util_pct: 42.38
  num_rows: 24
  die_height_um: 70.39
power:
  ir_drop_uv: 238.8
  power_density_nw_per_um2: 180.9
  p_leak_nw: 0.7943
  p_total_mw: 0.3759
layout:
  fill_cells: 392
  syn_to_final_growth_pct: 11.10
  final_cell_area_um2: 2078
  drive_gt1_share_pct: 5.172
detailed_routing:
  antenna_cells: 0
  dr.pass1.iters: 3
  avgRoutedWirePerCell_um: 9.522
  drtIter0Drc: 25
  wl_um: 2152
  avgViaCountPerCell: 4.456
  drc_errors: 0
  postRouteAntennaNets: 0
  vias: 1007
run_status:
  status: "finished clean"
placed_design:
  dp_hpwl_um: 1626
  postPlaceCellArea_um2: 2023
  port_buffers: 8
  place_ws_ps: 2268
  gp_congestion: 0.7534
run:
  drv_cap: 0
  warnings: 25
-- synthesized netlist by cell type --
cell type  number  area share (%)
nand3_1        23             6.2
dfxtp_1        56              60
or2_2           1            0.33
ha_1            7             4.7
nand4_1         3             1.0
xnor2_1        28              13
xor2_1         12             5.6
and3_1          6             2.0
nor2_1          4            0.80
and4_1          1            0.47
nor4_2          2             1.3
inv_1          10             2.0
nand4_4         1             1.1
nand2_1         7             1.4
-- cell usage in the layout (no fill, tap or decap) --
cell / Yosys / final
dfxtp_1: 56 / 56
xnor2_1: 28 / 28
nand3_1: 23 / 23
xor2_1: 12 / 12
inv_1: 10 / 10
clkdlybuf4s50_1: 0 / 8
nand2_1: 7 / 7
ha_1: 7 / 7
and3_1: 6 / 6
nor2_1: 4 / 4
clkbuf_8: 0 / 4
nand4_1: 3 / 3
nor4_2: 2 / 2
nand4_4: 1 / 1
and4_1: 1 / 1
or2_2: 1 / 1
buf_4: 0 / 1
-- metrics by stage --
step                      std cells  hold WS, ps  utilization (%)
final                           226        420.9            47.08
after CTS                       226        424.2            47.08
after detailed placement        222        407.0            45.83
after global placement          222        390.5            45.83
after floorplan                 161        382.9                -
after global routing            226        439.0            47.08
-- logic make-up after synthesis --
logic type | synth area share [%]
flops | 59.93
buf+inv | 2.007
fa+ha+maj | 4.682
simple gates | 14.65
xor+xnor | 18.73
-- report_power, final --
| part | switching (mW) | leakage, nW | internal, mW |
|---|---|---|---|
| clock | 0.0662 | 0.0288 | 0.0945 |
| sequential | 0 | 0.451 | 0.215 |
| combinational | 0 | 0.315 | 0 |
| total | 0.0662 | 0.794 | 0.310 |
-- area by class of cell --
class,instances,area (µm²),area share [%]
Sequential cell,56,1121,53.94
Multi-Input combinational cell,95,711.9,34.26
Timing Repair Buffer,9,87.58,4.214
Inverter,10,37.54,1.806
Clock buffer,4,55.05,2.649
Tap cell,52,65.06,3.131
-- flip-flops by register name, indices dropped and copies added, names as in the netlist --
name and count:
Pres4.count 5, Pres1.count 2, Pres7.count 8, Pres6.count 7
Pres5.count 6, Presc.count 20, Pres3.count 4, Pres0.count 1
Pres2.count 3
-- per-layer routing --
metal,up-vias,wire (µm)
met1,444,1211
met3,0,54
met4,0,0
met2,9,886
li1,554,-
met5,-,0
-- worst max-delay path by stage --
stage / startpoint / endpoint / cells after the start / slack (ps)
4_1_cts: Presc.count[0] / Presc.count[14] / 5 / 2240
6_report: Presc.count[0] / Presc.count[14] / 5 / 2250
5_1_grt: Presc.count[0] / Presc.count[8] / 5 / 2120
-- critical path: stages, from the launching register on --
cell,delay (ps)
dfxtp_1,380
ha_1,220
inv_1,60
nor2_1,370
nand4_1,170
xnor2_1,140
No activity file was given, so power comes from the tool's default toggle rates.
